**design/flow/design.v**
```verilog
`timescale 1 ns / 1 ps
module ImageFlip #
(
    parameter integer C_S00_AXIS_TDATA_WIDTH = 32,
    parameter integer C_M00_AXIS_TDATA_WIDTH = 32,
    parameter integer C_M00_AXIS_START_COUNT = 32,
    parameter integer C_S00_AXIS_ACLK_FREQ_HZ = 100000000,  
    parameter integer C_M00_AXIS_ACLK_FREQ_HZ = 100000000   
)
(
    input wire  s00_axis_aclk,
    input wire  s00_axis_aresetn,
    output wire  s00_axis_tready,
    input wire [C_S00_AXIS_TDATA_WIDTH-1 : 0] s00_axis_tdata,
    input wire [(C_S00_AXIS_TDATA_WIDTH/8)-1 : 0] s00_axis_tstrb,
    input wire  s00_axis_tlast,
    input wire  s00_axis_tvalid,
    input wire  m00_axis_aclk,
    input wire  m00_axis_aresetn,
    output wire  m00_axis_tvalid,
    output wire [C_M00_AXIS_TDATA_WIDTH-1 : 0] m00_axis_tdata,
    output wire [(C_M00_AXIS_TDATA_WIDTH/8)-1 : 0] m00_axis_tstrb,
    output wire  m00_axis_tlast,
    input wire  m00_axis_tready
);
    localparam integer IMAGE_WIDTH = 640;
    reg [C_S00_AXIS_TDATA_WIDTH-1:0] line_buffer [0:IMAGE_WIDTH-1];
    reg [$clog2(IMAGE_WIDTH)-1:0] write_ptr = 0;
    reg [$clog2(IMAGE_WIDTH)-1:0] read_ptr = IMAGE_WIDTH-1;
    reg line_complete = 1'b0;
    localparam IDLE = 1'b0, FLIP = 1'b1;
    reg state = IDLE;
    assign s00_axis_tready = (state == IDLE);
    assign m00_axis_tvalid = (state == FLIP) && m00_axis_tready;
    assign m00_axis_tdata = line_buffer[read_ptr];
    assign m00_axis_tstrb = {(C_M00_AXIS_TDATA_WIDTH/8){1'b1}};
    assign m00_axis_tlast = (read_ptr == 0);
    always @(posedge s00_axis_aclk) begin
        if (~s00_axis_aresetn) begin
            write_ptr <= 0;
            read_ptr <= IMAGE_WIDTH-1;
            line_complete <= 1'b0;
            state <= IDLE;
        end else begin
            case (state)
                IDLE: begin
                    if (s00_axis_tvalid && s00_axis_tready) begin
                        line_buffer[write_ptr] <= s00_axis_tdata;
                        if (write_ptr == IMAGE_WIDTH-1) begin
                            write_ptr <= 0;
                            line_complete <= 1'b1;
                            state <= FLIP;
                        end else begin
                            write_ptr <= write_ptr + 1;
                        end
                    end
                end
                FLIP: begin
                    if (m00_axis_tready) begin
                        if (read_ptr == 0) begin
                            read_ptr <= IMAGE_WIDTH-1;
                            line_complete <= 1'b0;
                            state <= IDLE;
                        end else begin
                            read_ptr <= read_ptr - 1;
                        end
                    end
                end
                default: state <= IDLE;
            endcase
        end
    end
endmodule
```
**design/flow/run.sh**
```bash
#!/bin/bash
# OpenROAD 26Q1-2900-gdf79404cd8, Yosys 0.63+post, stock flow scripts
make -C /OpenROAD-flow-scripts/flow DESIGN_CONFIG=/design/flow/config.mk WORK_HOME=/design/flow/orfs finish
```
**design/flow/config.mk**
```make
export PLATFORM = sky130hd
export DESIGN_NAME = ImageFlip
export DESIGN_NICKNAME = ImageFlip
export VERILOG_FILES = /design/flow/design.v
export SDC_FILE = /design/flow/constraint.sdc
export NUM_CORES = 4
export LEC_CHECK = 1
export CORE_UTILIZATION = 50
export SYNTH_MEMORY_MAX_BITS = 65536
```
**design/flow/constraint.sdc**
```tcl
current_design ImageFlip

set clk_period 9574.4
set clk_io_pct 0.2

create_clock -name clk0 -period $clk_period [get_ports {s00_axis_aclk}]

set non_clock_inputs [all_inputs -no_clocks]
set_input_delay [expr $clk_period * $clk_io_pct] -clock clk0 $non_clock_inputs
set_output_delay [expr $clk_period * $clk_io_pct] -clock clk0 [all_outputs]
```
==> flow_metrics.env <==
# physical design summary
export IMPL_worstPathArrival_ns=1916.89
export IMPL_yosys_cells=34400
export IMPL_first_pass_iters=7
export IMPL_start_kind="input pin"
export IMPL_syn_area_per_cell_sq_um=22.9
export IMPL_drtIter0Drc=28500
export IMPL_fin_crit_sh_pct=40.0
export IMPL_synth_area_sq_um=786000
export IMPL_worst_slew_pin_slew_ns=1.85
export IMPL_port_buffers=70
export IMPL_ys_area_sq_um=786000
export IMPL_vias_per_cell=6.46
export IMPL_wl_per_cell_um=42.7
export IMPL_vdd_drop_max_mv=0.000198
export IMPL_cts_root_buf="clkbuf_16"
export IMPL_drv_slew=4
export IMPL_fp_coreArea_sq_um=1570000
export IMPL_use_met2_pct=47.7
export IMPL_edf_count=20500
export IMPL_grt_busiest_layer="met2"
export IMPL_globalplace_congestion=0.943
export IMPL_synth_seq_share_pct=78.3
export IMPL_synth_flops=20500
export IMPL_rsz0062_at_grt="no"
export IMPL_post_cts_buffers=0
export IMPL_ant_nets=0
export IMPL_post_cts_resized=0
export IMPL_final_core_utilization_pct=57.0
export IMPL_drcViolationCount=0
export IMPL_most_common_layout_cells="20500 x edfxtp_1, 4869 x mux4_2, 2352 x buf_4"
export IMPL_grt_max_degree=127
export IMPL_flop_cell="edfxtp_1"
export IMPL_hold_path_class="reg -> reg"
export IMPL_fillers=110000
export IMPL_ys_async_sr_fraction_pct=0
export IMPL_p_per_area_nw_per_um2=0.201
export IMPL_power_leakage_nw=290
export IMPL_first_global_vias=423000
export IMPL_rows=460
export IMPL_slew_headroom_pct=-23.6
export IMPL_drive_gt1_share_pct=28.8
export IMPL_yosysUniqueCellTypes=83
export IMPL_max_cap_violations=2
export IMPL_cts_tree="done"
export IMPL_synth_warnings=1
export IMPL_grt_use_met1_pct=37.5
export IMPL_grt_antenna_before_repair=228
export IMPL_critPathKind="in -> out"
export IMPL_grt_pass1_wl_um=3460000
export IMPL_via_count=387000
export IMPL_grtUsageMet3_pct=37.5
export IMPL_ctsHoldBuffers=0
export IMPL_violations="capacitance limit, slew limit"
export IMPL_clk_path_buf_depth=6
export IMPL_overflow=0
export IMPL_lay_top_count="edfxtp_1"
export IMPL_tns_ns=0
export IMPL_grtUsageTotal_pct=37.0
export IMPL_chip_area_sq_um=1580000
export IMPL_post_route_min_period_ns=3831.77
export IMPL_worstPathRequired_ns=7659.52
export IMPL_setup_ws_ns=5742.63
export IMPL_post_place_ws_ns=5742.64
export IMPL_cts_sink_count=20500
export IMPL_outcome="finished with violations"
export IMPL_ios=82
export IMPL_fmax_mhz=0.261
export IMPL_clk_latency_ns=1.37
export IMPL_clk_pin_slew_ns=0.06
export IMPL_setup_viol=0
export IMPL_die_x_um=1260
export IMPL_syn_to_final_growth_pct=13.7
export IMPL_syn_inst=34400
export IMPL_dp_hpwl_um=1540000
export IMPL_clock_skew_final_ns=0.0928
export IMPL_wirelength_um=2550000
export IMPL_fp_util_pct=50.1
export IMPL_htree_levels=8
export IMPL_cts_buffers_inserted=2182
export IMPL_fp_dieH_um=1260
export IMPL_end_kind="output pin"
export IMPL_hold_viol_final=0
export IMPL_path_max_fanout=14
export IMPL_tool_warnings=69
[per-layer routing]
layer / wire length [um] / share of wire [%]
met5: 22900 / 0.90
met4: 165000 / 6.5
met3: 612000 / 24
met2: 1120000 / 44
met1: 638000 / 25
[synthesized netlist by cell type (12+ instances only)]
library cell  count  area, sq um
buf_4           251         1880
buf_1           205          769
nor2b_1          36          225
and2_1           68          425
nand2b_1         13         81.3
mux4_2         4869       110000
o211ai_1         89          668
dfxtp_1          21          420
o21a_1           44          330
a31oi_1          81          507
nor3_1           88          440
and3_1           17          106
buf_2           607         3040
o2111ai_1        25          219
a211o_1          31          272
edfxtp_1      20500       615000
a311oi_1         26          228
nand2_1         589         2210
o21ai_0         398         1990
nor4_1           13         81.3
o311ai_0         21          184
o31ai_1          19          143
a221o_1          31          310
nand3_1         121          606
a32oi_1          58          508
o22a_1           12          105
mux2_2          113         1270
buf_6           272         3060
a21o_1           28          210
nand4_1          31          194
a211oi_1        125          938
nor2_1          946         3550
o221ai_1        301         2640
a221oi_1        349         3060
a21oi_1         579         2900
o22ai_1         278         1740
a2111oi_0        38          333
and2_0           15         93.8
clkbuf_1        716         2690
a22oi_1         243         1820
a222oi_1         23          230
mux2i_1        1925        19300
or3_1            15         93.8
or2_2            14         87.6
[worst paths after layout]
path | slack, ns | depth (start not counted) | end | startpoint
hold reg to reg | 0.55 | 2 | write_ptr[1]$_SDFFE_PN0P_ | write_ptr[1]$_SDFFE_PN0P_
setup reg to reg | 9569.15 | 8 | read_ptr[1]$_SDFFE_PN1P_ | read_ptr[0]$_SDFFE_PN1P_
hold / removal | 0.55 | 2 | write_ptr[1]$_SDFFE_PN0P_ | write_ptr[1]$_SDFFE_PN0P_
setup / recovery | 5742.63 | 4 | m00_axis_tvalid | m00_axis_tready
[worst max-delay path: stages]
cell             delay [ns]
clkdlybuf4s50_1        0.49
nand2_1                0.22
inv_1                  0.22
clkdlybuf4s50_1        1.05
[cell type report]
type / instances / area, sq um / area share (%)
antenna: 496 / 1240 / 0.139
clock buffer: 2734 / 58000 / 6.49
sequential: 20500 / 615000 / 68.9
inverter: 13 / 95.1 / 0.0106
multi-input combinational: 11800 / 165000 / 18.5
tap: 20800 / 26000 / 2.91
clock inverter: 1012 / 7600 / 0.850
timing repair buffer: 2490 / 19900 / 2.22
[cell families after synthesis]
kind of cell / Yosys count / synth area share [%]
simple gates: 1997 / 1.08
other cells: 1 / 0.000477
flops: 20500 / 78.3
fa+ha+maj: 6 / 0.00955
buf+inv: 2072 / 1.48
compound gates: 2890 / 2.56
xor+xnor: 16 / 0.0178
mux: 6907 / 16.6
[flip-flops by register name, indices dropped and copies added (netlist names)]
| name | count |
|---|---|
| line_buffer | 20480 |
| write_ptr | 10 |
| state | 1 |
| read_ptr | 10 |
[metrics by stage]
step                cell area, sq um  instances  power [mW]  hold slack [ns]
finish                        894000      59900       0.180            0.547
CTS                           892000      59400       0.181            0.546
global placement              827000      55600       0.103            0.547
floorplan                     786000      34400       0.101            0.494
detailed placement            827000      55600       0.103            0.538
global route                  893000      59700       0.184            0.569
[power breakdown]
group          leakage (nW)  switching [mW]  internal [mW]  total [mW]
sequential              184      0.00000349         0.0987      0.0989
clock                  32.1          0.0337         0.0454      0.0790
combinational          74.2         0.00179       0.000144     0.00201
total                   290          0.0355          0.144       0.180
No activity file was given, so power comes from the tool's default toggle rates.
